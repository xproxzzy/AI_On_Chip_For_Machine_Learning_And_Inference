[run.sh]
#!/bin/bash
# OpenROAD 26Q1-2900-gdf79404cd8, Yosys 0.63+post, stock flow scripts
make -C /OpenROAD-flow-scripts/flow DESIGN_CONFIG=/design/flow/config.mk WORK_HOME=/design/flow/orfs finish
[config.mk]
export PLATFORM = sky130hd
export DESIGN_NAME = post_unit
export DESIGN_NICKNAME = post_unit
export VERILOG_FILES = /design/flow/design.v
export SDC_FILE = /design/flow/constraint.sdc
export NUM_CORES = 4
export LEC_CHECK = 1
export CORE_UTILIZATION = 50
[constraint.sdc]
current_design post_unit

set clk_period 31.9
set clk_io_pct 0.2

create_clock -name clk0 -period $clk_period [get_ports {clk}]

set non_clock_inputs [all_inputs -no_clocks]
set_input_delay [expr $clk_period * $clk_io_pct] -clock clk0 $non_clock_inputs
set_output_delay [expr $clk_period * $clk_io_pct] -clock clk0 [all_outputs]
[design.v]
module post_unit (clk,rst,alu_type,data_in,enable,data_out,address,col_size,channel_size,total_done);
input [31:0]data_in;
input clk,rst,enable,alu_type;
input [5:0]col_size;
input [9:0]channel_size;   
output logic [31:0]data_out;
output logic [21:0]address;
output logic total_done;
logic [5:0]col_size_no_padding;
logic [7:0]channel_round;
logic [3:0]row_round;
logic [4:0]once_output_counter;
logic [5:0]col_counter;
logic [3:0]row_round_counter;
logic [5:0]col_round;
logic [7:0]channel_counter;    
logic [21:0]address_channel_temp_base;
logic [21:0]address_col_temp_base;
assign col_round = col_size_no_padding;
assign col_size_no_padding = col_size - 2;
assign row_round = col_size_no_padding[5:2];
assign channel_round = channel_size[9:2];
assign data_out = (data_in[31]) ? (32'd0) : (data_in);   
always @(posedge clk or posedge rst) begin
    if(rst)
        once_output_counter <= 5'd0;
    else  begin
        if(alu_type == 1'd0)  begin     
            if(col_size_no_padding < 4)  begin
                if(once_output_counter == ((col_size_no_padding * 4) - 1))
                    once_output_counter <= 5'd0;
                else  begin
                    if(enable)
                        once_output_counter <= once_output_counter + 5'd1;
                    else
                        once_output_counter <= 5'd0;
                end
            end
            else  begin
                if(once_output_counter == 5'd15)
                    once_output_counter <= 5'd0;
                else  begin
                    if(enable)
                        once_output_counter <= once_output_counter + 5'd1;
                    else
                        once_output_counter <= 5'd0; 
                end    
            end
        end
        else  begin    
        end
    end
end
always @(posedge clk or posedge rst) begin
    if(rst)
        row_round_counter <= 4'd0;
    else  begin
        if(alu_type == 1'd0)  begin   
            if(col_size_no_padding < 4)  begin
                row_round_counter <= 4'd0;
            end
            else  begin
                if(once_output_counter == 5'd15)  begin
                    if(row_round_counter == (row_round - 1))
                        row_round_counter <= 4'd0;
                    else
                        row_round_counter <= row_round_counter + 4'd1;
                end
                else  begin
                    row_round_counter <= row_round_counter;
                end    
            end
        end
        else  begin   
        end
    end    
end
always @(posedge clk or posedge rst) begin
    if(rst)
        col_counter <= 6'd0;
    else  begin
        if(alu_type == 1'd0)  begin   
            if(col_size_no_padding < 4)  begin
                if(once_output_counter == ((col_size_no_padding * 4)-1))  begin
                    if(col_counter == (col_size_no_padding - 1))
                        col_counter <= 6'd0;
                    else
                        col_counter <= col_counter + 6'd1;
                end
                else
                    col_counter <= col_counter;
            end
            else  begin
                if((once_output_counter == 5'd15)&&(row_round_counter == (row_round - 1)))  begin
                    if(col_counter == (col_round - 1))
                        col_counter <= 6'd0;
                    else
                        col_counter <= col_counter + 6'd1;
                end
                else  begin
                    col_counter <= col_counter;
                end    
            end
        end
        else  begin   
        end
    end
end
always @(posedge clk or posedge rst) begin
    if(rst)
        channel_counter <= 8'd0;
    else  begin
        if(alu_type == 1'd0)  begin    
            if(col_size_no_padding < 4)  begin
                if((once_output_counter == ((col_size_no_padding * 4) - 1))&&(col_counter == (col_round-1)))  begin
                    channel_counter <= channel_counter + 8'd1;
                end
                else  begin
                    channel_counter <= channel_counter;
                end   
            end
            else  begin
                if((once_output_counter == 5'd15)&&(row_round_counter == (row_round-1))&&(col_counter == (col_round-1)))  begin
                    channel_counter <= channel_counter + 8'd1;
                end
                else  begin
                    channel_counter <= channel_counter;
                end    
            end
        end
        else  begin    
        end
    end
end
always @(*) begin
    if(alu_type == 1'd0)  begin   
        if(col_size_no_padding < 4)  begin
            if((once_output_counter == ((col_size_no_padding * 4) - 1)) && (col_counter == (col_round - 1)) && (channel_counter == (channel_round - 1)))
                total_done = 1'd1;
            else
                total_done = 1'd0; 
        end
        else  begin
                if((once_output_counter == 5'd15)&&(row_round_counter == row_round)&&(col_counter == col_round)&&(channel_counter == channel_round - 1))
                    total_done = 1'd1;
                else
                    total_done = 1'd0;        
        end
    end
    else  begin   
    end
end
assign address_channel_temp_base = channel_counter * col_size_no_padding * col_size_no_padding;
assign address_col_temp_base = col_counter * col_size_no_padding;
assign address = address_channel_temp_base + address_col_temp_base + once_output_counter[1:0] * col_size_no_padding * col_size_no_padding + once_output_counter[3:2] ;
endmodule
==> summary.txt <==
Notes from the flow run.

Cells and area:
- The run puts the utilization after layout at 0.588.
- Of the cells placed in the final design, the portion with a size suffix greater than 1 is 0.0281.
- The run gives the growth of design area from synthesis to finish as 14.0%.
- Per the cell usage report, the commonest logic cell in the layout is sky130_fd_sc_hd__inv_1.
- By instance count after routing, the leading logic cell types are sky130_fd_sc_hd__inv_1, sky130_fd_sc_hd__fa_1, sky130_fd_sc_hd__nand2_1, sky130_fd_sc_hd__ha_1, sky130_fd_sc_hd__clkdlybuf4s50_1.
- Excluding fillers, the count of instances in the completed layout stands at 1402.
- The run gives the number of inserted filler cells in the final layout as 1697.

Clock network:
- The run gives the worst-skew pair later-pin latency as 0.26 ns.
- The run puts the buffer depth of the longest clock path at 2.
- The run gives the number of resized instances in the post-cts repair step as 0.
- The run gives the count of hold buffers inserted by post-cts repair as 0.
- The run gives the number of buffers inserted during clock tree synthesis as 3.
- The cell sitting at the root of the clock tree is a sky130_fd_sc_hd__clkbuf_16.
- The run gives the clock input transition at the sequential cells of the worst setup and hold paths as 0.06 ns.
- TritonCTS built the clock tree.
- The run puts the post-CTS setup buffer count at 0.
- The run puts the total number of H-tree levels at 1.

Logic synthesis:
- The share of synthesized area in the top cell type comes to 0.343.
- The run puts the mean instance size in the synthesized netlist at 8.58 um2.
- The run puts the count of instantiated cells in the yosys netlist at 1095.
- The run puts the cell area after synthesis at 0.00940 mm2.
- Per the synth stats, the flop cell with the highest instance count is sky130_fd_sc_hd__dfrtp_1.
- The run puts the post-synth tally of flip-flops with integrated enable at 0.
- The run gives the biggest area consumer among synthesized cells as sky130_fd_sc_hd__fa_1.
- The synthesis report lists the most area-consuming cells as sky130_fd_sc_hd__fa_1, sky130_fd_sc_hd__ha_1, sky130_fd_sc_hd__inv_1, sky130_fd_sc_hd__dfrtp_1, sky130_fd_sc_hd__nand2_1.
- The run puts the count of unique library cells instantiated by Yosys at 63.
- The run gives the post-synth area from yosys stat as 0.00940 mm2.
- The synthesis report gives the async set-or-reset register share as 0.958.
- In the synthesized netlist, the number of instances is 1095.
- The run gives the total of flip-flops plus latches after synthesis as 24.
- The warning tally printed by Yosys for this design is 1.

Final timing:
- Post-route period utilization is reported as 0.754.
- Endpoints failing hold in the final report were tallied at 0.
- The run puts the total negative setup slack at 0 ns.
- For the pin with the worst max-slew slack, the measured transition is 0.681 ns.
- The run gives the total setup violations reported at the end of the flow as 0.
- The run gives the post-route minimum period as 24.05 ns.
- The run gives the count of endpoints without a timing constraint as 2.
- The run gives the top achievable clock speed as 41.6 MHz.
- The run gives the worst relative slew slack as 0.542.
- The run gives the worst hold margin as 0.568 ns.
- Setup repair after global routing left no endpoint under its margin.
- The run gives the largest clock skew in the final design as 0.00276 ns.
- The count of unclocked register or latch pins is 1.
- The run puts the number of max-slew violations in the final report at 0.

Routing:
- The run puts the wire length on met1 at 9.34 mm.
- The run gives the iteration tally of the first detailed-router pass as 16.
- The run gives the top layer used by detailed routing as met4.
- Summed over all layers, the routed wires come to 21.1 mm.
- The run puts the total met2 wirelength after detailed routing at 10.4 mm.
- The run puts the routed length on met3 at 1.05 mm.
- The run gives the total vias in the final route as 7241.
- The run puts the detailed router's first-iteration violation count at 361.
- The run puts the count of unresolved DRC violations after routing at 0.
- The run puts the per-cell via count in the routed design at 5.16.
- The run puts the wire length per cell at 15.0 um.
- The run gives the number of nets with antenna violations after routing as 0.
- The run puts the number of inserted diodes at 0.

Place:
- Port buffering added 102 buffers.
- The run gives the detailed-placement wirelength estimate as 17.2 mm.
- The run gives the final RePlAce weighted congestion as 0.865.
- The run gives the cell count after placement as 1398.

Worst setup path:
- For this run, the slowest stage of the critical path takes 0.55 ns.
- The run gives the cell with the most instances on the worst path as sky130_fd_sc_hd__fa_1.
- STA classifies the critical path startpoint as an input pin.
- The run gives the data required time of the worst path as 25.52 ns.
- The run gives the endpoint kind of the worst setup timing path as a primary output.
- The run gives the largest driver fanout on the critical path as 33.
- For this design, the slowest cell found on the critical path is sky130_fd_sc_hd__fa_1.
- At the worst endpoint, the arrival time is 17.67 ns.
- The critical path in this run is classified as input pin to primary output.

Power:
- Power spread over the standard cell area amounts to 27.3 mW/mm2.
- The run puts the total chip power at 0.000292 W.
- The run puts the worst-case vdd ir drop at 0.0340 mV.
- The run gives the static leakage as 5.43 nW.

Run:
- Per the run summary, max-cap violations total 0.
- The run gives the stage-log warning count as 33.

GRT:
- The number of global-route vias before repair came to 7400.
- The number of antenna violations at the first check in global routing was 0.
- The first global-routing pass estimated 36.2 mm of wire.
- Across every metal layer, demand over resource in global routing totals 0.248.
- Entering global routing, the biggest net connects 36 pins.
- Global routing finished with a remaining overflow of 0.

Die:
- The run puts the initial cell density of the core at 0.516.
- The horizontal die dimension reported for this design is 139 um.
- The run gives the I/O pin count as 107.
- In this run the full chip footprint comes out at 0.0193 mm2.
- The run puts the height of the die at 139 um.
- The floorplan has 49 rows.
- The region available for standard cell placement spans 0.0182 mm2.

Worst hold path:
- In this run the worst hold path is classified as flop to flop.

Run status:
- The run finished with clean final reports.
[state kept, by name (all words and copies together) (netlist names)]
register,count
total_done,1
once_output_counter,5
col_counter,6
row_round_counter,4
channel_counter,8
[synth_stat cells (2+ instances only)]
master / n
sky130_fd_sc_hd__o211ai_1: 2
sky130_fd_sc_hd__inv_1: 209
sky130_fd_sc_hd__a2111oi_0: 2
sky130_fd_sc_hd__o21ai_0: 21
sky130_fd_sc_hd__and3_1: 4
sky130_fd_sc_hd__xor2_1: 24
sky130_fd_sc_hd__nand3_1: 18
sky130_fd_sc_hd__nor3_1: 15
sky130_fd_sc_hd__or2_2: 5
sky130_fd_sc_hd__nand4_1: 3
sky130_fd_sc_hd__o22ai_1: 3
sky130_fd_sc_hd__fa_1: 161
sky130_fd_sc_hd__a21oi_1: 21
sky130_fd_sc_hd__o31ai_1: 3
sky130_fd_sc_hd__nor2_1: 60
sky130_fd_sc_hd__a21o_1: 13
sky130_fd_sc_hd__a21boi_0: 3
sky130_fd_sc_hd__and2_1: 49
sky130_fd_sc_hd__a22o_1: 3
sky130_fd_sc_hd__nand2_1: 116
sky130_fd_sc_hd__o21bai_1: 7
sky130_fd_sc_hd__nor4_1: 8
sky130_fd_sc_hd__nand2b_1: 7
sky130_fd_sc_hd__or4_1: 4
sky130_fd_sc_hd__buf_1: 5
sky130_fd_sc_hd__ha_1: 114
sky130_fd_sc_hd__a211oi_1: 4
sky130_fd_sc_hd__xnor2_1: 37
sky130_fd_sc_hd__o21a_1: 6
sky130_fd_sc_hd__buf_2: 2
sky130_fd_sc_hd__buf_6: 3
sky130_fd_sc_hd__a31oi_1: 6
sky130_fd_sc_hd__nor2b_1: 63
sky130_fd_sc_hd__o2111ai_1: 2
sky130_fd_sc_hd__buf_4: 2
sky130_fd_sc_hd__dfrtp_1: 23
sky130_fd_sc_hd__or3_1: 8
sky130_fd_sc_hd__clkbuf_1: 32
sky130_fd_sc_hd__a32oi_1: 3
[per-layer routing]
metal / global-route usage / vias to the layer above
li1: - / 3557
met5: 0 / -
met3: 0.0468 / 14
met1: 0.374 / 3501
met4: 0.0240 / 0
met2: 0.405 / 169
[cell type report]
class | instances | area [um2] | area share
timing repair buffer | 117 | 1130 | 0.106
inverter | 212 | 801 | 0.0748
multi-input combinational | 816 | 7820 | 0.730
tap | 229 | 287 | 0.0268
clock buffer | 4 | 78.8 | 0.00736
sequential | 24 | 591 | 0.0551
[per-stage QoR]
| step | worst slack, ns | cell area [um2] |
|---|---|---|
| after floorplan | 9.81 | 9400 |
| after global placement | 7.95 | 10600 |
| after detailed placement | 7.92 | 10600 |
| after CTS | 7.88 | 10700 |
| after global routing | 7.32 | 10700 |
| final | 7.85 | 10700 |
[kinds of logic (layout without fill, tap and decap cells)]
group,count (synthesis),count (layout),synth area share
simple gates,365,365,0.194
fa+ha+maj,275,275,0.495
buf+inv,256,333,0.106
compound gates,109,109,0.0776
xor+xnor,63,63,0.0610
flops,23,23,0.0613
mux,2,2,0.00280
other cells,1,2,0.000399
latches,1,1,0.00160
[critical path, delay by kind of cell]
kind                     cells  cell delay, ns
adder cells (fa/ha/maj)     11            5.07
AND/OR/NAND/NOR              5            0.68
buffers and inverters       11            2.33
AND-OR/OR-AND                9            2.52
XOR/XNOR                     3            0.61
[power by group]
part           switching (W)  internal [W]  leakage [nW]
clock              0.0000108     0.0000171        0.0382
combinational       0.000114      0.000118          5.07
sequential        0.00000142     0.0000296         0.316
[path summary, 6_finish.rpt]
kind                                               end  depth (start not counted)  slack [ns]                   start
worst max-delay path                       address[18]                         39        7.85             col_size[1]
min in group asynchronous           channel_counter[6]                          3        6.48                     rst
max in group asynchronous       once_output_counter[0]                          3       25.16                     rst
worst min register to register    row_round_counter[0]                          1        0.57    row_round_counter[0]
worst min-delay path              row_round_counter[0]                          1        0.57    row_round_counter[0]
worst max register to register      channel_counter[1]                          9       29.31  once_output_counter[0]
No activity file was given, so power comes from the tool's default toggle rates.

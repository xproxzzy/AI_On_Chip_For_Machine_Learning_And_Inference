==> flow/run.sh <==
#!/bin/bash
# OpenROAD 26Q1-2900-gdf79404cd8, Yosys 0.63+post, stock flow scripts
make -C /OpenROAD-flow-scripts/flow DESIGN_CONFIG=/design/flow/config.mk WORK_HOME=/design/flow/orfs finish
==> flow/config.mk <==
export PLATFORM = sky130hd
export DESIGN_NAME = Mux_16_32b
export DESIGN_NICKNAME = Mux_16_32b
export VERILOG_FILES = /design/flow/design.v
export SDC_FILE = /design/flow/constraint.sdc
export NUM_CORES = 4
export LEC_CHECK = 1
export CORE_AREA = 10 10 216 216
export DIE_AREA = 0 0 226 226
==> flow/constraint.sdc <==
current_design Mux_16_32b

set clk_period 8.3
set clk_io_pct 0.2

create_clock -name clk0 -period $clk_period

set non_clock_inputs [all_inputs -no_clocks]
set_input_delay [expr $clk_period * $clk_io_pct] -clock clk0 $non_clock_inputs
set_output_delay [expr $clk_period * $clk_io_pct] -clock clk0 [all_outputs]
==> flow/design.v <==
module Mux_16_32b(
	input		[3:0]	sel,
	input		[31:0]	input_data_0,
	input		[31:0]	input_data_1,
	input		[31:0]	input_data_2,
	input		[31:0]	input_data_3,
	input		[31:0]	input_data_4,
	input		[31:0]	input_data_5,
	input		[31:0]	input_data_6,
	input		[31:0]	input_data_7,
	input		[31:0]	input_data_8,
	input		[31:0]	input_data_9,
	input		[31:0]	input_data_10,
	input		[31:0]	input_data_11,
	input		[31:0]	input_data_12,
	input		[31:0]	input_data_13,
	input		[31:0]	input_data_14,
	input		[31:0]	input_data_15,
	output	reg	[31:0]	output_data
);
always @(*)
begin
	case(sel)
		4'b0000:output_data = input_data_0;
		4'b0001:output_data = input_data_1;
		4'b0010:output_data = input_data_2;
		4'b0011:output_data = input_data_3;
		4'b0100:output_data = input_data_4;
		4'b0101:output_data = input_data_5;
		4'b0110:output_data = input_data_6;
		4'b0111:output_data = input_data_7;
		4'b1000:output_data = input_data_8;
		4'b1001:output_data = input_data_9;
		4'b1010:output_data = input_data_10;
		4'b1011:output_data = input_data_11;
		4'b1100:output_data = input_data_12;
		4'b1101:output_data = input_data_13;
		4'b1110:output_data = input_data_14;
		4'b1111:output_data = input_data_15;
		default:output_data = 32'd0;
	endcase
end
endmodule
==> summary.txt <==
Notes on the physical design

The largest fanout of any net on the critical path is 29. The largest incremental delay on the critical path is approximately 560 ps. The final timing report lists a max-slew violation count of 0. According to the Yosys statistics, the synthesized design has a chip area of a little over 4000 um2.

The starting density of the core is 0.0976. The critical path launch point type is an input pin. In this run the full chip footprint comes out at 51100 um2. The number of ports placed on the die boundary is approximately 550.

The iteration count of the initial detailed-routing pass is 5. The first global-routing pass estimated approximately 63000 um of wire. According to the hold report, the worst path is of the in2out type.

The number of maximum-capacitance violations recorded for the run is 0. The share of post-route cells with drive strength above 1 is 0.0577. The post-CTS repair timing setup buffer count is 0. The remaining antenna violation count is 0. The hold violation total from the final report is 0.

Entering global routing, the biggest net connects roughly 49 pins. Looking at the max-slew report, the worst-margin pin has a slew of 881 ps. The post-synthesis sequential area ratio is 0. For this run the top cell type by instance count after synthesis was a22oi_1. The count of unique library cells instantiated by Yosys is ~46.

Per the gpl log, the routability congestion estimate is around 0.92. The total negative slack is 0 ps. The complex-gate fraction of the synthesized area is 0.683.

The floorplan has 75 rows. The number of resized instances in the post-cts repair step is 0. Traced cell by cell, the critical path runs through buf_4 -> buf_4 -> nor2b_4 -> buf_4 -> a22oi_1 -> o22ai_1 -> a2111oi_2 -> a21oi_1 -> clkdlybuf4s50_1. The worst slew margin relative to its limit is 0.411.

The count of clock buffers in the final design is 0. The stage logs contain a warning count of 32. The total congestion overflow is 0. The post-synthesis instance area is roughly 4000 um2. After legalization and detailed placement, the total HPWL measured between 30000 and 40000 um. The endpoint kind of the worst setup timing path is a primary output. In this run, post-CTS hold repair placed 0 buffers. The total power is 0.557 mW. The portion of synthesized area spent on multiplexers is 0.0587. The average size of a mapped cell is 6.75 um2.

The number of sequential storage elements is 0. Total power normalized to cell area comes to ~55 nW/um2. For this block, the routed nets add up to 47500 um of wire. The count of warnings emitted by yosys is 1.

The core occupancy in the finished layout is 0.240. The commonest cells after synthesis are 84 x a22oi_1, 56 x a22o_1, 50 x nand3_1, 40 x clkbuf_1, 39 x nor2_1. The violation tally recorded at the end of detailed-routing iteration 0 is around 560. The width of the die is about 230 um. The area growth from synthesis to layout is 146%.

a22oi_1 takes more of the synthesized area than any other cell. Per the detail_route report, routed wire per instance is 29.1 um. Setup repair after global routing left no endpoint under its margin.

The adder-cell area share of the yosys netlist is 0. TritonRoute reported its final design rule violation total as 0. The synthesized instance count is about 600. The floorplan step set the die height to 226 um. The part of the cycle the worst path needs is 0.771. For the worst setup path, the data arrival time is 4740 ps. The final critical-path required period is 6400 ps. The run finished with clean final reports. The maximum frequency from static timing analysis is about 0.16 GHz. The count of fill cells added during filler insertion is 4520. The cell-mix breakdown from Yosys lists the simple-gate area share as 0.157. The layout report lists the combined flip-flop and latch area as 0 um2. The xor/xnor cell area share of the yosys netlist is 0.

The initial antenna violation count is 4. The core area is approximately 42000 um2. Per the detail_route report, vias per standard cell equal roughly 4.8. The critical path data required time is around 6600 ps. The global routing usage summed across all routing layers is 0.176. Of the post-synthesis cell area, the dominant cell type holds 0.154. The final number of setup-violating endpoints is 0.

The slowest library cell on the worst path is nor2b_4. Grouping non-sequential cells by family puts the most area in AND-OR/OR-AND gates. By area the synthesized netlist is led by a22oi_1 15%, a22o_1 12%, a2111oi_2 7.3%. For this design the static power due to leakage is approximately 3.4 nW. VDD sags by at most between 0.000015 and 0.00002 V. The dominant cell type by count on the critical path is buf_4.

The count of buffers from port buffering is ~550. The routed layout has 7794 vias. The number of cells in Yosys stat is a little over 600. The number of global-route vias before repair came to roughly 8400. The critical setup path kind is in2out. Across all hold checks on the routed design, the worst slack comes to roughly 4300 ps.
## per-stage QoR
stage / cells / instance area (um2) / setup slack, ps
2_1_floorplan: 607 / 4100 / 3740
3_3_place_gp: 1631 / 10100 / 1790
3_5_place_dp: 1631 / 10100 / 1830
4_1_cts: 1631 / 10100 / 1810
5_1_grt: 1633 / 10100 / 1710
6_report: 1634 / 10100 / 1900
## layer usage
metal	GRT usage	wire, um	vias to the layer above
met5	0	13	-
met4	0.0477	1400	2
met3	0.0397	4170	65
met2	0.310	23600	545
met1	0.209	18300	3653
li1	-	-	3529
## cell type report
cell class / instances / area, um2 / share of cell area
timing repair buffer: 568 / 5620 / 0.558
inverter: 3 / 11.3 / 0.00112
multi-input combinational: 521 / 3750 / 0.373
tap: 539 / 674 / 0.0670
antenna: 3 / 7.51 / 0.000746
## power by group
| part | switching (mW) | total [mW] | leakage (nW) | internal (mW) |
|---|---|---|---|---|
| combinational | 0.221 | 0.557 | 3.36 | 0.336 |
| sequential | 0 | 0 | 0 | 0 |
| clock | 0 | 0.0000000484 | 0.0000190 | 0.0000000484 |
## layout by cell type, fill, tap and decap left out, types with 5 or more instances in the layout
| cell type | instances |
|---|---|
| a211o_1 | 23 |
| clkdlybuf4s50_1 | 544 |
| mux2i_1 | 24 |
| nor2b_4 | 5 |
| o22ai_1 | 32 |
| buf_4 | 22 |
| nand2b_1 | 5 |
| nand2_1 | 13 |
| a22o_1 | 56 |
| a2111oi_2 | 20 |
| a221oi_1 | 28 |
| a22oi_1 | 84 |
| o21ai_0 | 38 |
| nor2_1 | 35 |
| a21oi_1 | 30 |
| nand3_1 | 50 |
| a31oi_1 | 28 |
## kinds of logic (layout without fill, tap and decap cells)
family | Yosys count | in the layout
AND-OR/OR-AND | 363 | 363
buffers and inverters | 86 | 571
multiplexers | 24 | 24
other | 0 | 3
AND/OR/NAND/NOR | 134 | 134
## worst max-delay path, delay by kind of cell
kind | cells | cell delay, ps
and+or+nand+nor | 1 | 560
buffers and inverters | 4 | 1740
AOI/OAI and AO/OA | 4 | 740
## path summary, 6_finish.rpt
path | cells past startpoint | from | endpoint | slack, ps
worst max-delay path | 9 | sel[0] | output_data[1] | 1900
worst min-delay path | 4 | input_data_0[30] | output_data[30] | 4260
No activity file was given, so power comes from the tool's default toggle rates.
